`flow/run.sh`:
```
#!/bin/bash
# OpenROAD 26Q1-2900-gdf79404cd8, Yosys 0.63+post, stock flow scripts
make -C /OpenROAD-flow-scripts/flow DESIGN_CONFIG=/design/flow/config.mk WORK_HOME=/design/flow/orfs finish
```
`flow/config.mk`:
```
export PLATFORM = sky130hd
export DESIGN_NAME = ram
export DESIGN_NICKNAME = ram
export VERILOG_FILES = /design/flow/design.v
export SDC_FILE = /design/flow/constraint.sdc
export NUM_CORES = 4
export LEC_CHECK = 1
export CORE_UTILIZATION = 50
export SYNTH_MEMORY_MAX_BITS = 65536
```
`flow/constraint.sdc`:
```
current_design ram

set clk_period 74.8
set clk_io_pct 0.2

create_clock -name clk0 -period $clk_period [get_ports {clk}]

set non_clock_inputs [all_inputs -no_clocks]
set_input_delay [expr $clk_period * $clk_io_pct] -clock clk0 $non_clock_inputs
set_output_delay [expr $clk_period * $clk_io_pct] -clock clk0 [all_outputs]
```
`flow/design.v`:
```
module ram#(
    parameter [0:20479] INIT = {1024{20'd0}}
)(
    input [9:0] addr,
    input [19:0] write,
    input clk, str, ld,
    output reg [19:0] read);
    reg [19:0] mem [0:1023];
    integer i;
    initial begin
        for(i = 0; i < 1024; i = i + 1) begin
            mem[i] = INIT[(20 * i) +: 20];
        end
    end
    always @(*) begin
        read = ld ? mem[addr] : 20'dx;
    end
    always @(posedge clk) begin
        if(str) begin
            mem[addr] <= write;
        end
    end
endmodule
```
==> notes.md <==
run metrics: Slew HR=2.44%, Routed Antenna Nets=0, CTS sink count=20500, XOR-XNOR Cells, Area Fraction=0%, final hold viol count=0, YS chip area=779000 um2, CTS Buffer Depth=6, status=finished, final reports clean, WL/cell=35.5 um, clock-pin slew on the worst setup and hold paths=0.06 ns, Max Slew Vio Count=0, first-pass GRT wire length=3170 mm, Adder Share, Synth=0%, Req. time, crit path=59.84 ns, critical path class=in2out, Floorplan Utilization=50.1%, most frequent cells in the layout=edfxtp_1 (20500), mux2i_1 (7153), o22ai_1 (3199), max reg flops=20500, core area=1550000 um2, distinct lib cells=60, Hold Path Depth=1, initial antenna violation count=179, H-tree Lvls=8, Peak supply drop=0.0000203 V, Post-synth regs=20500, number of flops mapped to enable cells by yosys=20500, cell count in the Yosys report=39600, via count=398000, min cycle time layout=40.18 ns, total leakage power=294 nW, Detailed Route Iter0 Violations=26000, ys async rst share=0%, hold_buf cts=0, Main logic family=multiplexers, fmax=24.9 MHz, total track usage=32.8%, Post-CTS Setup Bufs=0, Post-Synthesis Cells=39600, GP Congestion=0.923, Synth Area in Simple Gates=1.92%, clock buffer count from CTS=2183, Via density=6.17, I/O pin count=53, Main synth FF type=edfxtp_1, DRC=0, Syn Std Cell Area=779000 um2, Post-Route WL=2290 mm, CTS tree=yes, DRT Pass-1 Iters=8, Largest regs=mem: 20480 flops, final core occ=56.9%, placed wire-length estimate=1390 mm, yosys warns=1, Die Wd=1.25 mm, aoi share=3.94%, Root Driver=clkbuf_16, Rows=458, pwr dens=26.8 nW/um2, buffers added on ports=51, pin count of the biggest net entering global routing=135, area growth from synthesis to layout=13.6%, TNS Setup=0 ns, height of the chip=1.25 mm, Largest Register=mem, post-cts resize count=0, worst hold path class=in2reg, CP max FO=44, max-cap violations=0, non-filler instance count after layout=64500, final global-route overflow total=0, placed cell count=60500, vias in the first global route=424000, tally of OpenROAD warnings=52, final number of setup-violating endpoints=0, mux cell area share after synthesis=13.8%, Worst Max-Slew Pin Slew=1.46 ns, share of post-route cells with drive strength above 1=18.8%, RSZ-0062 raised after global routing=false, most numerous logic cell after layout=edfxtp_1, post-synthesis average cell area=19.7 um2, CP startpoint kind=primary input, Die ar.=1560000 um2, crit end category=output pin, Synth Seq Share=78.9%, Worst Path Arrival=25.22 ns, final period utilization=53.7%
## power by group
part | total (W) | switching [W] | internal, W
combinational | 0.00108 | 0.000765 | 0.000310
sequential | 0.0126 | 0.00000155 | 0.0126
clock | 0.0100 | 0.00424 | 0.00580
total | 0.0238 | 0.00501 | 0.0187
## metrics by stage
stage                     setup WS (ns)  power (W)  area, um2  hold slack [ns]
after floorplan                   42.29     0.0134     779000            15.06
after global placement            34.83     0.0139     819000            15.42
after detailed placement          34.74     0.0139     819000            15.43
after CTS                         34.76     0.0239     884000            14.00
after global routing              34.27     0.0244     885000            14.04
final                             34.62     0.0238     885000            14.09
## area by class of cell
class | instances | area, um2
multi-input cells | 16700 | 157000
clock inverters | 995 | 7420
inverters | 4 | 25.0
well taps | 20700 | 25900
flip-flops and latches | 20500 | 615000
clock buffers | 2729 | 58100
diodes | 241 | 603
repair buffers | 2691 | 21100
fillers | 111000 | 670000
## metal layers
| metal | up-vias | routed length, um | global-route usage, % |
|---|---|---|---|
| li1 | 169000 | - | - |
| met3 | 4600 | 480000 | 29.6 |
| met4 | 267 | 127000 | 13.9 |
| met5 | - | 7370 | 4.83 |
| met2 | 27400 | 1030000 | 44.4 |
| met1 | 197000 | 647000 | 36.4 |
## cell usage after synthesis (160+ instances only)
cell          n  area share [%]
o21ai_0     267            0.17
buf_2      1028            0.66
buf_1       350            0.17
nand2_1     410            0.20
nor3_1      160            0.10
edfxtp_1  20500              79
mux4_2     1596             4.6
clkbuf_1    940            0.45
mux2i_1    7153             9.2
a22oi_1     639            0.62
nor4_1      648            0.52
o22ai_1    3199             2.6
nand3_1     206            0.13
nor2_1     1430            0.69
## cells by family after synthesis
kind of cell	after synthesis
flops	20500
mux	8770
compound gates	4719
simple gates	3166
buf+inv	2424
## final timing paths
| path | from | to | slack [ns] |
|---|---|---|---|
| max | addr[1] | read[2] | 34.62 |
| min | write[12] | mem[210][12] | 14.09 |
## worst max-delay path, stage by stage
cell             delay (ns)
buf_16                 0.19
buf_4                  0.72
buf_4                  0.54
buf_4                  0.65
buf_4                  0.70
buf_4                  0.69
buf_4                  0.54
buf_4                  0.50
buf_4                  0.61
buf_4                  0.70
mux2i_1                0.26
o22ai_1                0.10
nor3_1                 0.56
o2111ai_1              0.25
buf_4                  0.26
nand3_1                0.34
nand4_1                0.97
or3_1                  0.70
clkdlybuf4s50_1        0.55
Power and IR drop assume default switching activity.
